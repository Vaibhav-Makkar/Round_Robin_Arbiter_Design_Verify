## flow/constraint.sdc

```tcl
current_design MUX

set clk_period 6.2
set clk_io_pct 0.2

create_clock -name clk0 -period $clk_period

set non_clock_inputs [all_inputs -no_clocks]
set_input_delay [expr $clk_period * $clk_io_pct] -clock clk0 $non_clock_inputs
set_output_delay [expr $clk_period * $clk_io_pct] -clock clk0 [all_outputs]
```

## flow/design.v

```verilog
module MUX
#(
parameter WIDTH = 32 ,  
parameter CHANNELS = 8  
)
(
reset ,
clk ,
scan_in0 ,
scan_in1 ,
scan_in2 ,
scan_in3 ,
scan_in4 ,
scan_enable,
test_mode ,
scan_out0 ,
scan_out1 ,
scan_out2 ,
scan_out3 ,
scan_out4 ,
selOneHot ,  
dataInBus ,  
dataOut  
) ;
input
reset ,  
clk ;  
input
scan_in0 ,  
scan_in1 ,  
scan_in2 ,  
scan_in3 ,  
scan_in4 ,  
scan_enable ,  
test_mode ;  
output
scan_out0 ,  
scan_out1 ,  
scan_out2 ,  
scan_out3 ,  
scan_out4 ;  
input [ (CHANNELS-1) : 0 ] selOneHot ;  
input [ (CHANNELS*WIDTH)-1 : 0 ] dataInBus ;  
output reg[(WIDTH-1) : 0 ] dataOut ;  
genvar gv ;
wire [ (WIDTH-1):0] inputArray [0:(CHANNELS-1)] ;
generate
for (gv = 0 ; gv < CHANNELS; gv = gv+1) 
begin : arrayAssignments
	assign inputArray [gv] = dataInBus [((gv+1)*WIDTH )-1:(gv*WIDTH)] ;
end  
endgenerate
function integer decimal ;
	input [CHANNELS-1:0] oneHotInput ;
	integer i ;
		for (i = 0 ; i<CHANNELS; i = i +1)
			if (oneHotInput[i])
				decimal = i ;
endfunction
always@(*)
	begin
		dataOut = inputArray [decimal(selOneHot)] ;
end  
endmodule  
```

## flow/run.sh

```bash
#!/bin/bash
# OpenROAD 26Q1-2900-gdf79404cd8, Yosys 0.63+post, stock flow scripts
make -C /OpenROAD-flow-scripts/flow DESIGN_CONFIG=/design/flow/config.mk WORK_HOME=/design/flow/orfs finish
```

## flow/config.mk

```make
export PLATFORM = sky130hd
export DESIGN_NAME = MUX
export DESIGN_NICKNAME = MUX
export VERILOG_FILES = /design/flow/design.v
export SDC_FILE = /design/flow/constraint.sdc
export NUM_CORES = 4
export LEC_CHECK = 1
export CORE_AREA = 10 10 127 127
export DIE_AREA = 0 0 137 137
```

==> deck_impl_summary.md <==
Physical Implementation Snapshot

Worst setup path
  – Crit path to: dataOut[11]
  – Crit. Startpoint: selOneHot[4]
  – Worst path top cell family by delay: buffers and inverters
  – Critical path's most frequent cell: clkdlybuf4s50_1
  – Critical path type: primary input to primary output
  – Largest stage delay, worst path: 0.66 ns
  – CP arrival: 4.11 ns
  – Critical path buffers and inverters: 3
  – Worst EP required: 4.96 ns
  – Setup crit end kind: primary output
  – Slowest cell on crit path: or3_1
  – CP cell instances: clkdlybuf4s50_1 -> or2_2 -> or3_1 -> buf_12 -> a2bb2oi_2 -> o32a_1 -> clkdlybuf4s50_1
  – CP Launch Type: primary input
  – CP Depth: 7
  – Crit path max fanout: 13

Power
  – Power Dens Cells: 64.86 nW/µm²
  – VDD IR max: 0.02729 mV
  – Leakage: 1.839 nW

Placed design
  – Final GP Congestion: 0.9718
  – Port-buffer cells: 295
  – Post-DP HPWL: 14380 µm

Final timing
  – Final Setup Violations: 0
  – FMAX: 0.1867 GHz
  – Final Hold Violation Tally: 0
  – Rel. slew slack: 36.82%
  – Hold WS: 3.400 ns
  – Fin. max-slew vios: 0
  – Crit share post-route: 86.37%
  – Final min period: 5.355 ns
  – Final TNS setup: 0 ns
  – Unrepaired setup endpoints after global routing: false
  – Worst-margin pin slew: 0.9452 ns

Finish
  – Fillers: 1386
  – Sequential Area: 0 µm²
  – Flop count: 0
  – Final core utilization: 40.68%
  – Clk_buf instances: 0
  – Layout area overhead: 131.8%
  – Share of cells above drive strength 1: 8.052%

Routing
  – Vias per Instance: 5.094
  – Final WL: 18280 µm
  – Final ANT Viol Nets: 0
  – First-iteration detailed-routing DRC count: 207
  – Pre-Repair DR Iteration Count: 4
  – Diodes inserted: 0
  – Drt wl/cell: 22.94 µm
  – Vias: 4060
  – DRC: 0

Job
  – Max_cap viols: 0
  – Tool Warnings: 42

Die
  – Die height: 137 µm
  – Site Rows: 42
  – Ports: 310
  – Die Size: 18770 µm²
  – Chip Width: 137 µm
  – Initial Utilization: 17.55%
  – CORE AREA: 13350 µm²

Synth
  – Cell taking the most area after synthesis: a2bb2oi_2
  – Top-area cell share: 12.82%
  – Seq share, synth: 0%
  – Yosys Chip Area: 2342 µm²
  – YS warnings: 6
  – Cell area after synthesis: 2342 µm²
  – Post-Synthesis Mean Instance Area: 6.543 µm²
  – Synth Instances: 358
  – Top cells by area: a2bb2oi_2, o32a_1, a22oi_1
  – Yosys cell types: 41
  – Cells in synth_stat.txt: 358

Global route
  – Largest net degree at the start of global routing: 68
  – First-pass GRT wire length: 26160 µm
  – Total track usage: 18.07%
  – Vias in the first global route: 4360
  – Initial antenna violation count: 0
  – Global-route congestion overflow total: 0

Hold path
  – Worst hold-check path type: primary input to primary output

Run status
  – Outcome: finished, final reports clean

Clocking
  – CTS Hold Bufs: 0
  – CTS resizes: 0
  – Setup repair bufs after CTS: 0
==> synth_stat cells, drive strengths merged, types with 3 or more instances <==
library cell / number
a2bb2oi: 25
buf: 20
nand3: 4
a21oi: 27
a221oi: 4
a22oi: 30
clkbuf: 32
nor2: 5
o32a: 29
o31ai: 23
nand3b: 3
and2: 8
o211ai: 4
a31oi: 3
o21a: 3
o21ai: 27
nand2: 60
nor2b: 5
nand4: 24
o22ai: 3
nor3: 3
==> cell families after synthesis <==
kind of cell    share of synthesized area (%)
compound gates                          62.61
simple gates                            26.50
buf+inv                                 10.74
other cells                            0.1601
==> worst min-delay path by stage <==
stage / slack, ns / startpoint / endpoint / cells after the start
6_report: 3.40 / selOneHot[6] / dataOut[26] / 6
4_1_cts: 3.40 / selOneHot[6] / dataOut[26] / 6
5_1_grt: 3.43 / selOneHot[6] / dataOut[21] / 6
==> layer usage <==
| layer | up-vias | GRT usage (%) | share of wire [%] |
|---|---|---|---|
| met4 | 0 | 1.991 | 0.92 |
| li1 | 1960 | - | - |
| met2 | 205 | 32.59 | 50 |
| met1 | 1885 | 21.37 | 40 |
| met5 | - | 0 | 0 |
| met3 | 10 | 5.022 | 9.2 |
==> per-stage QoR <==
stage                     setup WS (ns)  cell area, µm²  power [mW]  cells
after global placement           0.8239            5430      0.3509    797
after detailed placement         0.8373            5430      0.3528    797
after floorplan                   2.342            2357      0.1098    362
final                            0.8451            5430      0.3522    797
after global routing             0.7547            5430      0.3777    797
after CTS                        0.8317            5430      0.3554    797
==> placed cells by master (no fill, tap or decap), drive strengths merged, types with 8 or more instances in the layout <==
| master | synthesis | layout |
|---|---|---|
| a21oi | 27 | 27 |
| a22oi | 30 | 30 |
| a2bb2oi | 25 | 25 |
| and2 | 8 | 8 |
| buf | 20 | 19 |
| clkdlybuf4s50 | 0 | 292 |
| nand2 | 60 | 60 |
| nand4 | 24 | 24 |
| o21ai | 27 | 27 |
| o31ai | 23 | 23 |
| o32a | 29 | 29 |
==> area by class of cell <==
cell class,instances,area (µm²),share of cell area (%)
inverter,2,7.507,0.1382
multi-input combinational,308,2132,39.26
tap,176,220.2,4.055
timing repair buffer,311,3070,56.54
==> report_power, final <==
part	total (mW)	switching (mW)	internal, mW	leakage [nW]
Sequential	0	0	0	0
Clock	0	0	0	0
Combinational	0.352	0.111	0.241	1.84
Power figures rest on the tool's default switching activity, not on a simulated workload.
