[/design/flow/config.mk]
export PLATFORM = sky130hd
export DESIGN_NAME = NGPRC
export DESIGN_NICKNAME = NGPRC
export VERILOG_FILES = /design/flow/design.v
export SDC_FILE = /design/flow/constraint.sdc
export NUM_CORES = 4
export LEC_CHECK = 1
export CORE_AREA = 10 10 78 78
export DIE_AREA = 0 0 88 88
[/design/flow/design.v]
module NGPRC
#(
parameter CHANNELS = 8  
)
(
reset,
clk,
scan_in0,
scan_in1,
scan_in2,
scan_in3,
scan_in4,
scan_enable,
test_mode,
scan_out0,
scan_out1,
scan_out2,
scan_out3,
scan_out4,
request ,  
grant,  
nextGrant  
) ;
input
reset ,  
clk ,  
scan_in0 ,  
scan_in1 ,  
scan_in2 ,  
scan_in3 ,  
scan_in4 ,  
scan_enable ,  
test_mode ;  
output
scan_out0 ,  
scan_out1 ,  
scan_out2 ,  
scan_out3 ,  
scan_out4 ;  
input [(CHANNELS-1):0] request ;
input [(CHANNELS-1):0] grant ;
output reg [(CHANNELS-1):0] nextGrant ;
reg [(CHANNELS-1):0] priorityMask ;
localparam SIZE = 2 ;
reg [(SIZE-1):0]state ;
localparam RESET ='b01 ;  
localparam NEXT_GRANT = 'b10 ;  
always@ (posedge clk , posedge reset )
	begin : preCalStateTransition
		if (reset == 1'b1)
			begin
				state = RESET;
end
else
	case (state)
		RESET:
			begin
				state = NEXT_GRANT;
			end
		NEXT_GRANT :
			begin
				state = state ;
			end
		default:
			begin
			state = RESET;
			end
	endcase
end
always @(posedge clk , posedge reset)
	begin : preCalOutputLogic
if (reset == 1'b1 )
	begin
		nextGrant = 0 ;
		priorityMask = 0 ;
end
else
	case (state)
		RESET :
			begin
				nextGrant = 0 ;
				priorityMask = ~ 0;
end
		NEXT_GRANT :
			begin
				priorityMask = ~{grant[CHANNELS-2:0],grant[CHANNELS-1]}+ 1 ;
					if (priorityMask == 0 )
						priorityMask = ~ 0;
					else
						priorityMask = priorityMask ;
						nextGrant = request & priorityMask ;
						if ((nextGrant==0) && (request!=0))
							nextGrant = request ;
						end
		default :
			begin
				priorityMask = priorityMask ;
				nextGrant = nextGrant ;
			end
	endcase
end
endmodule  
[/design/flow/constraint.sdc]
current_design NGPRC

set clk_period 1.6
set clk_io_pct 0.2

create_clock -name clk0 -period $clk_period [get_ports {clk}]

set non_clock_inputs [all_inputs -no_clocks]
set_input_delay [expr $clk_period * $clk_io_pct] -clock clk0 $non_clock_inputs
set_output_delay [expr $clk_period * $clk_io_pct] -clock clk0 [all_outputs]
[/design/flow/run.sh]
#!/bin/bash
# OpenROAD 26Q1-2900-gdf79404cd8, Yosys 0.63+post, stock flow scripts
make -C /OpenROAD-flow-scripts/flow DESIGN_CONFIG=/design/flow/config.mk WORK_HOME=/design/flow/orfs finish
==> reports/qor.log <==
INFO  final_layout   n_fill_cell=444
INFO  synth          postSynthRegisterBits=10
INFO  synth          yosysSeqAreaShare=33.6%
INFO  global_route   maximum_number_of_pins_on_one_net_before_global_route_repair=11
INFO  die            design.core.area=4410um2
INFO  timing         drv_slew=0
INFO  synth          ys_warn_count=6
INFO  cts            tritoncts_clock_tree=done
INFO  final_layout   mi_logic_area=489um2
INFO  placement      hpwlAfterDp=2.02mm
INFO  routing        postRouteAntennaNets=0
INFO  synth          count_of_flip_flops_with_a_built_in_enable_after_synthesis=0
INFO  synth          synthTopCellsByCount=sky130_fd_sc_hd__dfrtp_1, sky130_fd_sc_hd__inv_1, sky130_fd_sc_hd__a21o_1, sky130_fd_sc_hd__a32o_1, sky130_fd_sc_hd__buf_4
INFO  global_route   vias_in_the_first_global_route=842
INFO  synth          ys_cells=79
INFO  synth          netlist.top_cell.by_instances=sky130_fd_sc_hd__dfrtp_1
INFO  pwr            vdd.ir_drop.worst=0.280mV
INFO  routing        remaining_drc_errors=0
INFO  timing         finClkSkew=0.000662ns
INFO  die            floorplan.core_util=17.0%
INFO  die            num_io_pins=38
INFO  synth          netlist_area=749um2
INFO  routing        post_drt_wl_per_cell=13.4um
INFO  placement      dp_cells=181
INFO  synth          synthCells=79
INFO  final_layout   area.sequential=251um2
INFO  final_layout   final_layout_size_suffix_gt1_share=38.7%
INFO  final_layout   area_growth=82.0%
INFO  timing         timing.final.setup_violations=8
INFO  synth          synth.avg_cell_area=9.49um2
INFO  synth          synth.yosys.chip_area=749um2
INFO  critical_path  start_kind=input port
INFO  global_route   globalRoute.totalOverflow=0
INFO  timing         rsz_0062_raised_after_global_routing=true
INFO  cts            cts.hold.buffers_added=0
INFO  routing        routed-via-count=817
INFO  placement      post_dp_cell_area=1240um2
INFO  cts            cts_max_path_buffers=2
INFO  cts            cts-buffers-inserted=3
INFO  worst_hold_path hold_path_class=input port to asynchronous set/reset pin
INFO  synth          area_share_of_the_largest_cell_type_after_synthesis=30.1%
INFO  placement      finalWeightedCongestion=0.882
INFO  die            design.die.area=7740um2
INFO  critical_path  critical_path_arrival=2.27ns
INFO  timing         setup_slack=-0.549ns
INFO  critical_path  class_of_the_most_critical_setup_path=input port to flop
INFO  timing         tcrit_tclk_final=134%
INFO  global_route   grt_pass1_wl=4.11mm
INFO  placement      port_buffers=25
INFO  status         violations_in_the_final_reports=negative setup slack
INFO  cts            clk_pin_slew_worst_paths=0.05ns
INFO  cts            clock.latency.late_pin=0.23ns
INFO  global_route   grt.total_usage=6.56%
INFO  pwr            pnr_total_power=0.837mW
INFO  routing        detail_route.antenna_diodes=0
INFO  final_layout   postLayoutCellArea=1360um2
INFO  critical_path  required_worst_endpoint=1.72ns
INFO  timing         max_clock_freq=465MHz
INFO  run            openroad.warnings=35
INFO  final_layout   post_layout_cell_count=189
INFO  synth          synth.largest_area_cell=sky130_fd_sc_hd__dfrtp_1
INFO  timing         finalWorstPathRequiredPeriod=2.15ns
INFO  timing         totalNegativeSetupSlack=-4.09ns
INFO  routing        drt_pass1_iterations=4
INFO  synth          dominantRegCellSynth=sky130_fd_sc_hd__dfrtp_1
INFO  global_route   antenna_violations_before_repair=0
INFO  die            die.size.y=88um
INFO  pwr            p_leak=0.629nW
INFO  placement      preCtsSetupSlack=-1.15ns
INFO  cts            clock_sink_count=10
INFO  die            row_count=24
INFO  cts            clock_tree.root_cell=sky130_fd_sc_hd__clkbuf_8
INFO  synth          synthTopCellsByArea=sky130_fd_sc_hd__dfrtp_1, sky130_fd_sc_hd__a32o_1, sky130_fd_sc_hd__a21o_1, sky130_fd_sc_hd__buf_4, sky130_fd_sc_hd__dfstp_2
INFO  critical_path  crit_path_end_kind=flop
INFO  synth          synth_cell_types=39
INFO  timing         timing.hold.ws=0.368ns
INFO  final_layout   finalCoreUtilization=30.9%
INFO  routing        vias_per_instance=4.32
INFO  routing        wl=2.52mm
INFO  die            die_w=88um
INFO  status         outcome=finished, violations left
INFO  timing         hold_viol_final=0
INFO  cts            cts-htree-levels=1
INFO  synth          ys_async_rst_share=100%
INFO  run            maxCapViolCount=0
INFO  critical_path  path_max_fanout=2
INFO  routing        initialDrtViolationCount=41
INFO  pwr            p_per_area=614nW/um2
path summary, 6_finish.rpt:
check | slack (ns) | start | to | cells past startpoint
setup / recovery | -0.55 | grant[3] | nextGrant[6] | 8
hold / removal | 0.37 | reset | nextGrant[3] | 2
setup reg to reg | 0.29 | state[1] | nextGrant[2] | 4
hold reg to reg | 0.48 | nextGrant[4] | nextGrant[4] | 2
max in group asynchronous | 0.92 | reset | state[0] | 2
min in group clk0 | 0.48 | nextGrant[4] | nextGrant[4] | 2
layout by cell type (no fill, tap or decap), drive strengths merged, types with 3 or more instances in the layout:
cell type | Yosys | routed
inv | 6 | 6
buf | 6 | 35
or4 | 3 | 3
a21o | 5 | 5
a32o | 5 | 5
conb | 1 | 6
dfrtp | 9 | 9
a21oi | 3 | 3
nor2 | 3 | 3
clkbuf | 1 | 4
nor4 | 4 | 4
and2 | 3 | 3
clkdlybuf4s50 | 0 | 19
cells by family (layout without fill, tap and decap cells):
family,count (synthesis),in the layout,synth area share (%)
multiplexers,1,1,1.34
flip-flops,10,10,33.6
adder cells (fa/ha/maj),1,1,1.67
AND/OR/NAND/NOR,25,25,21.7
XOR/XNOR,3,3,3.51
AND-OR/OR-AND,25,25,27.7
other,1,6,0.500
buffers and inverters,13,66,10.0
where the power goes:
part | total, mW | leakage [nW] | internal [mW] | switching, mW
Sequential | 0.283 | 0.121 | 0.273 | 0.0100
Clock | 0.311 | 0.0288 | 0.216 | 0.0952
Combinational | 0.242 | 0.480 | 0.152 | 0.0905
Total | 0.837 | 0.629 | 0.641 | 0.196
what timing repair did:
action                                  4_1_cts  5_1_grt
buffers inserted                              2        2
pin swaps                                     8       13
gates resized                                25        6
endpoints found under the setup margin        8        8
flip-flops by register name, indices dropped and copies added (netlist names):
register and cells:
state 2, nextGrant 8
area by class of cell:
cell class / instances / share of cell area (%)
Clock buffer: 4 / 4.04
Inverter: 6 / 1.65
Tap cell: 52 / 4.77
Timing Repair Buffer: 56 / 35.2
Multi-Input combinational cell: 61 / 35.9
Sequential cell: 10 / 18.4
metal layers:
layer	track usage [%]	routed length [um]	part of all wire [%]
met1	8.40	1120	44
met2	9.85	1090	43
met3	3.27	273	11
met4	1.16	44	1.7
met5	0	0	0
critical path, stage by stage:
cell and delay [ns]:
sky130_fd_sc_hd__buf_6 0.09, sky130_fd_sc_hd__or4_4 0.54, sky130_fd_sc_hd__buf_4 0.16, sky130_fd_sc_hd__nor4_4 0.18, sky130_fd_sc_hd__mux2i_2 0.30, sky130_fd_sc_hd__nor3_1 0.08, sky130_fd_sc_hd__or3b_1 0.36, sky130_fd_sc_hd__a32o_1 0.23
Power and IR drop assume default switching activity.
