`flow/run.sh`:
```
#!/bin/bash
# OpenROAD 26Q1-2900-gdf79404cd8, Yosys 0.63+post, stock flow scripts
make -C /OpenROAD-flow-scripts/flow DESIGN_CONFIG=/design/flow/config.mk WORK_HOME=/design/flow/orfs finish
```
`flow/config.mk`:
```
export PLATFORM = sky130hd
export DESIGN_NAME = GRANT
export DESIGN_NICKNAME = GRANT
export VERILOG_FILES = /design/flow/design.v
export SDC_FILE = /design/flow/constraint.sdc
export NUM_CORES = 4
export LEC_CHECK = 1
export CORE_UTILIZATION = 30
```
`flow/constraint.sdc`:
```
current_design GRANT

set clk_period 5.0
set clk_io_pct 0.2

create_clock -name clk0 -period $clk_period [get_ports {clk}]

set non_clock_inputs [all_inputs -no_clocks]
set_input_delay [expr $clk_period * $clk_io_pct] -clock clk0 $non_clock_inputs
set_output_delay [expr $clk_period * $clk_io_pct] -clock clk0 [all_outputs]
```
`flow/design.v`:
```
module GRANT
#(
parameter CHANNELS = 8 ,  
parameter WIDTH = 32 ,  
parameter WEIGHTLIMIT = 16
)
(
reset ,
clk ,
scan_in0 ,
scan_in1 ,
scan_in2 ,
scan_in3 ,
scan_in4 ,
scan_enable ,
test_mode ,
scan_out0 ,
scan_out1 ,
scan_out2 ,
scan_out3 ,
scan_out4 ,
request ,  
nextGrant ,  
weight ,  
grant  
) ;
input
reset ,  
clk ;  
input
scan_in0 ,  
scan_in1 ,  
scan_in2 ,  
scan_in3 ,  
scan_in4 ,  
scan_enable ,  
test_mode ;  
output
scan_out0 ,  
scan_out1 ,  
scan_out2 ,  
scan_out3 ,  
scan_out4 ;  
input [ (CHANNELS-1):0 ] request ;
input [ (CHANNELS-1):0 ] nextGrant ;
input [ (WIDTH-1):0 ] weight ;
output reg [ (CHANNELS-1):0 ] grant ;
reg [ (WIDTH-1):0] s_counter ;
reg [ (CHANNELS-1):0] s_request ;
reg [ (WIDTH-1) :0] s_weight ;
localparam SIZE = 4 ;
reg [ ( SIZE-1):0 ] state ;
localparam RESET = 'b0001 ;  
localparam GRANT_PROCESS = 'b0010 ;  
localparam COUNT = 'b0100 ;  
localparam GETWEIGHT = 'b1000 ;  
always@ ( posedge clk , posedge reset )
begin : requestDelay
if ( reset == 1'b1 )
s_request = 0 ;
else
s_request = request ;
end
always@ ( posedge clk , posedge reset )
begin : requestStateTransition
if (reset==1'b1)
begin
state = 0 ;
end
else
begin
case ( state )
GRANT_PROCESS :
begin
if ( grant != 0 )
state = GETWEIGHT;
else
state = state ;
end
GETWEIGHT :
begin
state = COUNT;
end
COUNT :
begin
if ( s_counter >= s_weight )
state = GRANT_PROCESS;
else if ( s_counter >= WEIGHTLIMIT)
state = GRANT_PROCESS;
else
state = state ;
end
default :
begin
state = GRANT_PROCESS;
end
endcase
end
end
always@ ( posedge clk , posedge reset )
begin : grantStateMachineOutputLogic
if ( reset == 1'b1 )
begin
grant = 0 ;
s_counter = 0 ;
s_weight = 0 ;
end
else
case ( state )
RESET :
begin
grant = 0 ;
s_counter = 0 ;
end
GRANT_PROCESS :
begin
grant = request & nextGrant & (~ nextGrant + 1 ) ;
s_counter = 2 ;
end
GETWEIGHT:
begin
s_weight = weight ;
end
COUNT :
begin
s_counter = s_counter + 1 ;
grant = grant ;
end
default :
begin
grant = grant ;
s_counter = s_counter ;
end
endcase
end
endmodule  
```
==> results.cfg <==
; flow metrics
[run_status]
status = completed

[floorplanning]
die-area_mm2 = 0.0141
fp-utilization = 0.309
die_x_um = 119
std_cell_rows = 42
io_pins = 70
core_mm2 = 0.0133
die_h_um = 119

[grt]
grt_max_degree = 44
antenna_found_initial = 0
grt_pass1_wl_mm = 14.8
grt-ovfl-total = 0
grt_pass1_vias = 3142
track_usage = 0.131

[run]
warnings = 34
maxCapViolCount = 0

[route]
drt_iter0_markers = 196
met2_length_mm = 3.81
drc = 0
drt_pass1_iterations = 5
routedWlPerCell_um = 12.6
vias = 3337
n_antenna_cell = 0
wl_mm = 8.69
ant_nets = 0
vias_per_cell = 4.86
top_layer_used = met4
wl_met3_um = 598
m1WireLength_mm = 4.22

[synthesis]
ys.flop_type = dfrtp_1
async_reset_ff_frac = 1.00
yosysSeqAreaShare = 0.464
syn_area_mm2 = 0.00410
yosys.cell_types.count = 44
area_leaders = dfrtp_1, ha_1, nand2_1
top_cell_area_share = 0.457
synth_flops = 76
syn_inst = 450
yosys_warnings = 6
avgSynthCellArea_um2 = 9.12
ys_cells = 450
synth_top_cell_by_area = dfrtp_1
yosysChipArea_mm2 = 0.00410
edf_count = 0

[worst_setup_path]
cp_num_buf_inv = 0
cpPeakStageDelay_ps = 580
crit_slowest_cell = or4_4
worstSetupPathType = register to register
ff2ff_path_depth = 6
arrival_ps = 2680
path_delay_family = simple AND/OR/NAND/NOR gates
crit_chain = ha_1 > nand4_1 > or3_1 > or4_4 > a31o_1 > a31o_1
reg2reg_slack_ps = 2540
cp-end-kind = register
path_max_fanout = 6
crit_start = s_counter[29]
start_kind = register
timing.rr.end = state[2]
required_ps = 5220
r2r_start = s_counter[29]
crit_path_frequent_cell = a31o_1

[final_timing]
post-route-min-period_ps = 2460
finalHoldViolCount = 0
final.setup_skew_ps = 3.71
maxSlewViolCount = 0
slew_headroom = 0.437
setup_ws_ps = 2540
finalClockPeriodUsage = 0.492
final.setup.tns_ps = 0
rsz0062_at_grt = false
fmax_mhz = 406
finalSetupViolCount = 0
tightest_slew_ps = 843

[min_path]
holdPathEnd = s_counter[31]
holdCritStartpoint = s_counter[31]
min_path_type = register to register
hold_depth = 1

[clock_tree]
htreeDepth = 3
clock_path_buffers = 2
cts_inserted_buffers = 9
cts-resized-gates = 0
cts_setup_buffers = 0
clk_pin_slew_ps = 60
cts_sinks = 76
cts_hold_buf = 0
cts_tree = built
clkLatencyLatePin_ps = 330
clockRootBuffer = clkbuf_16

[pwr]
power.density_mw_per_mm2 = 433
worst_ir_drop_vdd_v = 0.000239
cellLeakagePower_nw = 2.35

[place]
numPortBuffers = 57
gp_congestion = 0.827
dpl_worst_slack_ps = 2390
placed_area_mm2 = 0.00484
dp_hpwl_mm = 6.36
dp.cells = 672

[finish]
fillers = 1280
final_cells = 687
area_delta_synth_final_pct = 26.3
drive_gt1_frac = 0.0509
final_area_mm2 = 0.00518
stage by stage:
stage / hold slack, ps / util / total power [W]
2_1_floorplan: 477 / - / 0.00133
3_3_place_gp: 507 / 0.364 / 0.00150
3_5_place_dp: 520 / 0.364 / 0.00152
4_1_cts: 529 / 0.390 / 0.00227
5_1_grt: 543 / 0.390 / 0.00242
6_report: 527 / 0.390 / 0.00225
routing by layer:
layer  GRT usage  vias to the layer above
met4      0.0103                        0
li1            -                     1709
met1       0.196                     1525
met5           0                        -
met2       0.198                       96
met3      0.0391                        7
power breakdown:
group	switching (W)	internal, W	leakage, nW
registers	0.000121	0.000778	0.984
clock network	0.000241	0.000496	0.168
logic	0.000358	0.000250	1.20
total	0.000721	0.00152	2.35
worst max-delay path by stage:
stage,endpoint,slack [ps],depth (start not counted)
4_1_cts,state[2],2560,6
5_1_grt,state[2],2480,6
6_report,state[2],2540,6
state kept, by name, indices dropped and copies added, names as in the netlist:
| name | flops |
|---|---|
| s_counter | 32 |
| s_weight | 32 |
| grant | 8 |
| state | 4 |
cell usage in the layout, fill, tap and decap left out, drive strengths merged, types with 2 or more instances in the layout:
| cell | instances |
|---|---|
| mux2 | 2 |
| nor4 | 14 |
| a31oi | 4 |
| nor2 | 8 |
| a21o | 2 |
| bufinv | 3 |
| nand3 | 20 |
| or3 | 2 |
| clkbuf | 10 |
| a21oi | 11 |
| buf | 2 |
| o21ai | 57 |
| ha | 35 |
| nand4 | 14 |
| and4 | 2 |
| dfrtp | 75 |
| a221oi | 2 |
| and3 | 9 |
| a31o | 2 |
| o211ai | 9 |
| mux2i | 9 |
| nor3 | 6 |
| o22ai | 2 |
| clkdlybuf4s50 | 57 |
| clkinv | 2 |
| inv | 48 |
| conb | 6 |
| or4 | 2 |
| nand2 | 76 |
| a211oi | 2 |
| o31ai | 8 |
worst reg2reg max path: cells and delay by family, from the launching register on:
kind / cells / cell delay, ps
flip-flops: 1 / 460
AND/OR/NAND/NOR: 3 / 1160
adder cells (fa/ha/maj): 1 / 340
AND-OR/OR-AND: 2 / 400
area by class of cell:
class | instances | area (µm²) | area share
Clock buffer | 10 | 239 | 0.0461
Timing Repair Buffer | 59 | 586 | 0.113
Multi-Input combinational cell | 313 | 1950 | 0.377
Sequential cell | 76 | 1900 | 0.368
Clock inverter | 5 | 100 | 0.0193
Tap cell | 176 | 220 | 0.0425
Inverter | 48 | 180 | 0.0348
synth_stat cells, drive strengths merged, types with 9 or more instances:
cell type,n
nand3,20
mux2i,9
o21ai,57
ha,35
nand4,14
a21oi,11
dfrtp,75
inv,48
clkbuf,11
and3,9
nor4,14
nand2,76
o211ai,9
cells by family (layout without fill, tap and decap cells):
family / count (synthesis) / in the layout / synth area share
AND/OR/NAND/NOR: 155 / 155 / 0.181
AND-OR/OR-AND: 106 / 106 / 0.154
flip-flops: 76 / 76 / 0.464
buffers and inverters: 66 / 122 / 0.0653
adder cells (fa/ha/maj): 35 / 35 / 0.107
multiplexers: 11 / 11 / 0.0274
other: 1 / 6 / 0.000914
Power figures rest on the tool's default switching activity, not on a simulated workload.
